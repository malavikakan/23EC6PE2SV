[config.mk]
export PLATFORM = sky130hd
export DESIGN_NAME = dual_port_ram
export DESIGN_NICKNAME = dual_port_ram
export VERILOG_FILES = /design/flow/design.v
export SDC_FILE = /design/flow/constraint.sdc
export NUM_CORES = 4
export LEC_CHECK = 1
export CORE_UTILIZATION = 30
[constraint.sdc]
current_design dual_port_ram

set clk_period 3.6
set clk_io_pct 0.2

create_clock -name clk0 -period $clk_period [get_ports {clk}]

set non_clock_inputs [all_inputs -no_clocks]
set_input_delay [expr $clk_period * $clk_io_pct] -clock clk0 $non_clock_inputs
set_output_delay [expr $clk_period * $clk_io_pct] -clock clk0 [all_outputs]
[design.v]
interface clock_if (input logic clk);
  logic rst;
  logic [5:0] sec;
  logic [5:0] min;
endinterface
module dual_port_ram #(
    parameter ADDR_WIDTH = 4,
    parameter DATA_WIDTH = 8
)(
    input  logic clk,
    input  logic we_a,
    input  logic [ADDR_WIDTH-1:0] addr_a,
    input  logic [DATA_WIDTH-1:0] data_in_a,
    input  logic [ADDR_WIDTH-1:0] addr_b,
    output logic [DATA_WIDTH-1:0] data_out_b
);
    logic [DATA_WIDTH-1:0] ram [2**ADDR_WIDTH];
    always_ff @(posedge clk) begin
        if (we_a) ram[addr_a] <= data_in_a;
    end
    assign data_out_b = ram[addr_b];
endmodule
[run.sh]
#!/bin/bash
# OpenROAD 26Q1-2900-gdf79404cd8, Yosys 0.63+post, stock flow scripts
make -C /OpenROAD-flow-scripts/flow DESIGN_CONFIG=/design/flow/config.mk WORK_HOME=/design/flow/orfs finish
==> flow_summary.yaml <==
# synthesis and place-and-route metrics
final_layout:
  layout.cells.non_filler: 501
  drive_gt1_frac: 0.2281
  top_regs: "ram x128"
  largest_reg_flops: 128
  logic_area_um2: 1057
  largest-register: "ram"
  layout_top_cell: "edfxtp_1"
  regArea_um2: 3844
  lay_top_cells: "128 x edfxtp_1, 24 x clkdlybuf4s50_1, 18 x mux4_2"
  fill_cells: 1416
  postLayoutCellArea_um2: 6173
  syn_to_final_growth_pct: 23.78
place:
  place_hpwl_um: 6147
  place_congestion: 0.7818
  postPlaceCellArea_um2: 5569
  pre_cts_ws_ns: 0.2688
  portBuffers: 25
  placed_cells: 469
clocking:
  cts_tree: "done"
  postCtsSetupBuffers: 0
  ctsHoldBuffers: 0
  clk_pin_slew_ns: 0.06
  root_buffer: "clkbuf_16"
  numClockSinks: 128
  cts_buffers: 17
  h-tree-depth: 4
  post_cts_resized: 0
  cts_buffer_depth: 2
final_timing:
  period_needed_ns: 3.305
  worst_slack_ns: 0.2952
  maxSlewViolCount: 0
  fin_crit_sh: 0.9180
  hold_viol: 0
  tightest_slew_ns: 0.8326
  max_clock_freq_mhz: 302.6
  slew_headroom: 0.4429
  tns_ns: 0
  fin_hold_ws_ns: 1.257
  setup_viol: 0
  rsz0062_at_grt: "no"
route:
  wire_per_inst_um: 19.60
  vias: 2366
  diodes: 0
  routed_wl_um: 9821
  topRoutingLayerUsed: "met4"
  antenna_left: 0
  drc_errors: 0
  drt-met1-wl_um: 4076
  first_pass_iters: 6
  via_per_inst: 4.723
  dr_wl_met3_um: 1060
  met2_length_um: 4627
  drtIter0Drc: 155
run:
  drv_cap: 0
  log.warning_count: 25
logic_synthesis:
  synth_area_per_cell_um2: 22.57
  top_area_cell: "edfxtp_1"
  ys_ff: 128
  area_leaders: "edfxtp_1 77%, mux4_2 8.1%, mux4_1 7.4%, a22oi_1 2.4%, nor2_1 0.98%"
  yosys_cells: 221
  netlist_instances: 221
  ys_types: 18
  yosysSeqAreaShare: 0.7707
  ys_warn_count: 1
  top_cell_area_share: 0.7707
  yosys-stat-area_um2: 4987
  syn_area_um2: 4987
critical_path:
  cp.arrival_ns: 2.58
  path_class: "in2out"
  critical_path.startpoint: "addr_b[1]"
  critPathMaxStageDelay_ns: 0.51
  crit_top_cell: "clkdlybuf4s50_1"
  path_cells: "clkdlybuf4s50_1 -> buf_12 -> mux4_1 -> a22oi_1 -> nand2_1 -> clkdlybuf4s50_1"
  cp.required_ns: 2.88
  cp-end-kind: "output pin"
  crit_fanout: 32
  cp_top_family: "buffers and inverters"
  cpMaxStageDelayCell: "clkdlybuf4s50_1"
  cp.buffers_inverters: 3
  startpoint_type: "input port"
min_path:
  hp-class: "in2reg"
  min_from: "addr_a[2]"
die:
  die_width_um: 130.9
  coreArea_um2: 16060
  fp-row-count: 46
  die_h_um: 130.9
  io_pins: 26
  die_area_um2: 17140
  fp_util: 0.3106
power_and_ir_drop:
  power_leakage_uw: 0.002013
  switching_share: 0.1879
  peakVddDrop_v: 0.0002974
  power_switching_uw: 674.9
  p_int_uw: 2916
  pwr-share-clk: 0.482
  combPwrFrac: 0.050
  seq_power_share: 0.467
  powerDensity_nw_per_um2: 581.7
global_route:
  antenna_found_initial: 0
  grt_pass1_wl_um: 14920
  grt_use_total: 0.1325
  grt_max_degree: 33
  first_global_vias: 2564
  grt-ovfl-total: 0
run_status:
  outcome: "finished clean"
[power groups by stage]
stage | combinational, µW | clock [µW] | sequential [µW]
CTS | 184 | 1760 | 1680
global route | 197 | 1820 | 1680
finish | 180 | 1730 | 1680
[area by class of cell]
type / instances / share of cell area
Sequential cell: 128 / 0.6226
Multi-Input combinational cell: 83 / 0.1713
Clock buffer: 21 / 0.07134
Timing Repair Buffer: 42 / 0.06445
Tap cell: 216 / 0.04378
Clock inverter: 11 / 0.02655
[worst paths after layout]
check	to	slack [ns]	depth (start not counted)
min	ram[4][6]	1.26	3
max	data_out_b[3]	0.30	6
[synthesized netlist by cell type]
library cell and count:
mux4_1 14, nor2b_1 1, buf_4 1, mux4_2 18, nor2_1 13, nand3_1 1, edfxtp_1 128, a22oi_1 16
or3b_2 1, clkdlybuf4s25_2 3, nand3b_1 2, buf_6 3, and2b_1 1, nand2_1 9, and2_1 1, nor3_1 4
nand2b_1 2, buf_2 3
[tightest hold or removal path, cell delays in order]
cell and delay [ns]:
clkdlybuf4s50_1 0.45, nand3b_1 0.16, nor3_1 0.13
[cells by family (layout without fill, tap and decap cells)]
| group | Yosys count | count (layout) | share of synthesized area |
|---|---|---|---|
| buffers and inverters | 10 | 74 | 0.01731 |
| DFF | 128 | 128 | 0.7707 |
| AOI/OAI and AO/OA | 16 | 16 | 0.02409 |
| muxes | 32 | 32 | 0.1550 |
| and+or+nand+nor | 35 | 35 | 0.03287 |
[metal layers]
metal  up-vias  global-route usage
li1       1057                   -
met1      1180              0.1846
met2       125              0.1970
met3         4             0.07877
met4         0             0.01420
met5         -                   0
[metrics by stage]
step / utilization / total power, µW
finish: 0.3844 / 3591
global route: 0.3844 / 3700
CTS: 0.3844 / 3621
detailed placement: 0.3468 / 1891
global placement: 0.3468 / 1887
floorplan: - / 1795
No activity file was given, so power comes from the tool's default toggle rates.
