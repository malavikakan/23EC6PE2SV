File: flow/config.mk
export PLATFORM = sky130hd
export DESIGN_NAME = digital_clock
export DESIGN_NICKNAME = digital_clock
export VERILOG_FILES = /design/flow/design.v
export SDC_FILE = /design/flow/constraint.sdc
export NUM_CORES = 4
export LEC_CHECK = 1
export CORE_AREA = 10 10 75 75
export DIE_AREA = 0 0 85 85
File: flow/constraint.sdc
current_design digital_clock

set clk_period 2.6
set clk_io_pct 0.2

create_clock -name clk0 -period $clk_period [get_ports {clk}]

set non_clock_inputs [all_inputs -no_clocks]
set_input_delay [expr $clk_period * $clk_io_pct] -clock clk0 $non_clock_inputs
set_output_delay [expr $clk_period * $clk_io_pct] -clock clk0 [all_outputs]
File: flow/design.v
interface clock_if (input logic clk);
  logic rst;
  logic [5:0] sec;
  logic [5:0] min;
endinterface
module digital_clock (
    input  logic clk,
    input  logic rst,
    output logic [5:0] sec,
    output logic [5:0] min
);
    always_ff @(posedge clk or posedge rst) begin
        if (rst) begin
            sec  <= 0;
            min  <= 0;
        end
        else begin
            if (sec == 59) begin
                sec <= 0;
                if (min == 59) begin
                    min <= 0;                 
                end
                else
                    min <= min + 1;
            end
            else
                sec <= sec + 1;
        end
    end
endmodule
File: flow/run.sh
#!/bin/bash
# OpenROAD 26Q1-2900-gdf79404cd8, Yosys 0.63+post, stock flow scripts
make -C /OpenROAD-flow-scripts/flow DESIGN_CONFIG=/design/flow/config.mk WORK_HOME=/design/flow/orfs finish
==> results_slide.txt <==
Run Summary

Run status
  – Status: finished clean

Logic synthesis
  – Dominant comb cell: simple AND/OR/NAND/NOR gates
  – Cell types with the largest area share after synthesis: dfrtp_1 (51%), nand2_1 (7.0%), ha_1 (4.2%)
  – Sequential cell area fraction in the yosys report: 50.8%
  – Simple-gate portion of the synthesized area: between 20% and 30%
  – Cell type with the largest total area after synthesis: dfrtp_1
  – Top FF cell, synth: dfrtp_1
  – Synthesized instance count: 62
  – YS chip area: approximately 590 µm²
  – Multiplexer fraction of the synthesized cell area: 0%
  – XOR/XNOR Fraction of Synth Area: between 2 and 3%
  – Cell types with the highest counts after synthesis: dfrtp_1 (12), nand2_1 (11)
  – Async SR Flop Fraction: roughly 100%
  – Avg Synthesized Cell Area: between 9 and 10 µm²
  – YS warnings: 1
  – Share of the synthesized area in the top cell type: 50.8%
  – Yosys cell count: 62
  – Arithmetic-cell share of the synthesized area counting full adders, half adders and majority gates: 4.24%
  – Area share of and-or/or-and cells after synthesis: 14.6%
  – Most numerous cell in the Yosys netlist: dfrtp_1
  – Flip-flops with a built-in enable: 0
  – Register bit total from synthesis: 12
  – Number of library cell types mapped by synthesis: 24
  – Cell area after synthesis: around 590 µm²

Route
  – DRC violations left: 0
  – Total wirelength of the detailed-routed design: roughly 1.3 mm
  – Starting DRC count in detailed routing: 24
  – Detail Route Antenna Nets: 0
  – Detailed-route via count: 494
  – Number of vias per cell after detailed routing: slightly below 4
  – Diodes inserted: 0
  – Number of optimization iterations in the first detailed-route pass: 4
  – Average wire per cell in the routed design: ~11 µm

Worst setup path
  – Critical-path cell list: clkdlybuf4s50_1
  – CP endpoint kind: primary output
  – Category of the critical setup timing path: reg2out
  – Critical path buffers and inverters: 1
  – Startpoint Class: flop
  – Crit path DAT: ~1.3 ns
  – Crit-path slowest cell: clkdlybuf4s50_1
  – Slowest stage delay, CP: roughly 0.53 ns
  – Kind of cell adding the most delay to the critical path: buffers and inverters
  – Required time at the endpoint of the critical path: approximately 2.1 ns
  – Crit Path Max Fanout: 9

STA
  – Setup repair after global routing missed its margin: false
  – Final cycle utilization of the critical path: about two thirds
  – Final hold violations: 0
  – Setup clock skew after layout: approximately 0.0021 ns
  – Total negative setup slack: 0 ns
  – Top achievable clock speed: about 560 MHz
  – Final number of max-transition violations: 0
  – Min Tclk post-route: 1.77 ns
  – Worst slew margin: between 70% and 80%
  – Number of endpoints failing setup at the final stage: 0
  – Transition at the pin with the smallest max-transition slack: 0.444 ns

Clocking
  – Post-CTS Hold Fix Bufs: 0
  – Post-CTS setup-driven buffer insertion count: 0
  – Latest clock arrival within the worst-skew pair: between 0.2 and 0.25 ns
  – Post-cts resize count: 0
  – Clk sinks: 12
  – TritonCTS buffer count: 3
  – CTS tree: yes
  – CTS H-tree depth: 1
  – Worst-path clk slew: approximately 0.05 ns
  – Worst-case clock buffer depth: 2
  – Root buffer cell: clkbuf_8

Layout
  – Proportion of layout cells with a drive suffix above 1: ~6.6%
  – Final cell count without fillers: between 100 and 150
  – Flip-flop and latch area: about 300 µm²
  – Final cell utilization of the core: 19.9%
  – Area of the multi-input gates: 256 µm²
  – Post-route cell area: roughly 800 µm²
  – Filler cells: about 430
  – Post-synthesis to final-layout area growth: 36.4%

Run
  – Max-capacitance violation count: 0
  – Count of tool warnings: 25

Power
  – IR Drop Worst-Case VDD: approximately 250 µV
  – Cell Pwr Density: around 440 nW/µm²
  – Overall power of the completed layout: about 0.35 mW
  – Lkg Pwr: approximately 0.33 nW

Global route
  – Antenna violations before repair: 0
  – Grt total ovfl: 0
  – First-pass GRT wire length: 2.25 mm
  – Number of global-route vias before repair: roughly 480
  – Pin count of the biggest net entering global routing: 13
  – GRT Overall Usage: 3.72%

Floorplan
  – Chip area: ~7200 µm²
  – Die width: ~85 µm
  – Floorplan die height: 85 µm
  – Starting Density: around 15%
  – Core Rows: 23
  – Standard cell core area: around 4100 µm²
  – Count of boundary I/O pins: 14

Placement
  – Post-place instance area: 764 µm²
  – Number of instances in the placed design: 123
  – Detailed placement HPWL: 1.08 mm
  – Port-buffer cells: 13
  – Final GP Congestion: 0.811

Min path
  – Class of the most critical hold timing path: reg2reg
[state kept, by name, indices dropped and copies added (netlist names)]
signal	cells
sec	6
min	6
[power breakdown]
part           switching, mW  internal, mW  total (mW)
logic                0.00353       0.00139     0.00492
clock network         0.0581         0.101       0.159
registers                  0         0.187       0.187
[cell usage in the layout (no fill, tap or decap), types with 2 or more instances in the layout]
cell type        instances
o211ai_1                 2
nand2_1                 11
nor2_1                   4
o21ai_1                  2
a21oi_1                  2
clkbuf_8                 3
o21ai_0                  4
or3_1                    2
dfrtp_1                 12
nand3_1                  4
inv_1                    4
ha_1                     2
clkdlybuf4s50_1         13
[path summary, 6_finish.rpt]
| check | startpoint | endpoint | slack [ns] | cells after the start |
|---|---|---|---|---|
| worst max-delay path | sec[2] | sec[2] | 0.83 | 1 |
| worst min-delay path | sec[0] | sec[0] | 0.53 | 1 |
| worst max register to register | sec[0] | min[5] | 0.93 | 5 |
| worst min register to register | sec[0] | sec[0] | 0.53 | 1 |
| max in group asynchronous | rst | min[4] | 1.70 | 2 |
| min in group asynchronous | rst | sec[0] | 0.59 | 2 |
[final cells by class]
type | count | share of cell area (%)
Sequential cell | 12 | 37.3
Multi-Input combinational cell | 44 | 31.8
Inverter | 4 | 1.86
Clock buffer | 3 | 5.12
Timing Repair Buffer | 13 | 16.1
Tap cell | 50 | 7.76
[logic make-up (layout without fill, tap and decap cells)]
logic type | Yosys count | after routing
AND/OR/NAND/NOR | 26 | 26
AND-OR/OR-AND | 14 | 14
flip-flops | 12 | 12
buffers and inverters | 6 | 20
adder cells (fa/ha/maj) | 2 | 2
XOR/XNOR | 2 | 2
[routing by layer]
metal | share of wire, % | track usage (%) | vias to the layer above
li1 | - | - | 246
met1 | 43 | 4.25 | 241
met2 | 52 | 6.27 | 7
met3 | 5.7 | 1.93 | 0
met4 | 0 | 0.299 | 0
met5 | 0 | 0 | -
[through the flow]
step                setup WS (ns)  hold slack (ns)
finish                      0.828            0.533
global route                0.741            0.575
CTS                         0.802            0.539
detailed placement          0.949            0.533
global placement             1.02            0.516
floorplan                    1.05            0.385
Power figures rest on the tool's default switching activity, not on a simulated workload.
