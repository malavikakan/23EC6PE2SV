### flow/run.sh
#!/bin/bash
# OpenROAD 26Q1-2900-gdf79404cd8, Yosys 0.63+post, stock flow scripts
make -C /OpenROAD-flow-scripts/flow DESIGN_CONFIG=/design/flow/config.mk WORK_HOME=/design/flow/orfs finish
### flow/config.mk
export PLATFORM = sky130hd
export DESIGN_NAME = alu
export DESIGN_NICKNAME = alu
export VERILOG_FILES = /design/flow/design.v
export SDC_FILE = /design/flow/constraint.sdc
export NUM_CORES = 4
export LEC_CHECK = 1
export CORE_AREA = 10 10 78 78
export DIE_AREA = 0 0 88 88
### flow/constraint.sdc
current_design alu

set clk_period 6.3
set clk_io_pct 0.2

create_clock -name clk0 -period $clk_period

set non_clock_inputs [all_inputs -no_clocks]
set_input_delay [expr $clk_period * $clk_io_pct] -clock clk0 $non_clock_inputs
set_output_delay [expr $clk_period * $clk_io_pct] -clock clk0 [all_outputs]
### flow/design.v
interface clock_if (input logic clk);
  logic rst;
  logic [5:0] sec;
  logic [5:0] min;
endinterface
typedef enum bit [1:0] {
    ADD,
    SUB,
    AND_OP,
    OR_OP
} opcode_e;
module alu (
    input  logic [7:0] a,
    input  logic [7:0] b,
    input  opcode_e    op,
    output logic [7:0] y
);
    always_comb begin
        case (op)
            ADD    : y = a + b;
            SUB    : y = a - b;
            AND_OP : y = a & b;
            OR_OP  : y = a | b;
            default: y = 8'h00;
        endcase
    end
endmodule
==> flow_summary.yaml <==
# generated from flow reports
outcome:
  run_status: "complete, no violations"
floorplanning:
  die.size.y_um: 88
  die_area_um2: 7740
  die_extent_in_x_um: 88
  floorplan.io_pins: 26
  core.rowCount: 24
  core_area_um2: 4410
  initCoreUtil_pct: 16.8
synth:
  postSynthSeqShare_pct: 0
  post_synth_most_frequent_cells: "sky130_fd_sc_hd__ha_1 (10), sky130_fd_sc_hd__xnor2_1 (10), sky130_fd_sc_hd__inv_1 (9), sky130_fd_sc_hd__nand2_1 (9), sky130_fd_sc_hd__nor2_1 (8)"
  post_synth.cell_area_avg_um2: 7.42
  ys_top_cells_by_area: "sky130_fd_sc_hd__ha_1 (17%), sky130_fd_sc_hd__xnor2_1 (12%), sky130_fd_sc_hd__maj3_1 (8.1%)"
  synth_cell_type_count: 33
  synth_top_cell_by_area: "sky130_fd_sc_hd__ha_1"
  yosysCellCount: 100
  yosys_warnings: 1
  synth.yosys.chip_area_um2: 742
  postSynthCellCount: 100
  yosys.area.top_type_share_pct: 16.9
  syn-cell-area_um2: 742
pwr:
  finalPower_mw: 0.106
  power.static_leakage_nw: 0.416
  cellPowerDensity_nw_per_um2: 101
  max-vdd-ir-drop_v: 0.0000208
detailed_routing:
  post_drt_via_cell_ratio: 4.34
  route.vias.total: 764
  detail_route.iter0.violations: 62
  finalWirelength_um: 2030
  antenna-diode-count: 0
  ant_nets: 0
  route.detailed.wl_per_inst_um: 11.5
  detail_route.drc_violations: 0
  detail_route.first_pass.iterations: 4
final_timing:
  finalSetupViolCount: 0
  rsz0062_at_grt: "no"
  worst_slack_ps: 746
  setup-tns-final_ps: 0
  hold_ws_ps: 3730
  max_slew_margin_pct: 61.6
  timing.final.hold_violations: 0
  min_period_ps: 5550
  fmaxAchievable_ghz: 0.180
  final_min_period_over_clock_period_pct: 88.2
  maxSlewViolCount: 0
  worstMarginPinSlew_ps: 572
finish:
  sequential_cell_area_um2: 0
  drive_gt1_share_pct: 6.45
  area_growth_syn_to_layout_pct: 40.8
  post-route-util_pct: 23.7
  n_sequential_cell: 0
  finish.cell_count_without_fillers: 176
  stdcell_area_um2: 1040
  final.clkbuf_count: 0
worst_setup_path:
  critical-path-max-stage-delay_ps: 530
  worstSetupPathType: "input port to primary output"
  worst_setup_path_endpoint: "y[7]"
  cp_data_required_time_ps: 5040
  critical_path.n_buffers_inverters: 2
  worst_setup_path_end_kind: "primary output"
  cp.arrival_ps: 4290
  cp_depth: 12
  worstPathCellList: "clkdlybuf4s50_1 > nor3_1 > nor2_1 > xnor2_1 > ha_1 > a21o_1 > nand2_1 > nand3b_1 > a21oi_1 > mux2i_1 > o311a_1 > clkdlybuf4s50_1"
  path_max_fanout: 4
  worstSetupStartpointType: "input port"
  worst_path_dominant_cell_family: "buffers and inverters"
  startpoint: "b[2]"
  critPathMostFrequentCell: "sky130_fd_sc_hd__clkdlybuf4s50_1"
  timing.critical_path.slowest_stage_cell: "sky130_fd_sc_hd__nor3_1"
placement:
  gpl.final_weighted_congestion: 0.803
  post-dp-hpwl_um: 1780
  post_detailed_placement_cell_area_um2: 1040
  pre_cts_slack_ps: 747
  placedCellCount: 176
  numPortBuffers: 26
global_routing:
  first_global_vias: 712
  grt_pass1_wl_um: 3330
  grt-ovfl-total: 0
  grt_util_all_layers_pct: 5.11
  number_of_antenna_violations_at_the_first_check_in_global_routing: 0
  grt_max_degree: 18
job:
  maxCapViolCount: 0
  openroad.warnings: 34
cts:
  post_cts_resized: 0
  number_of_buffers_inserted_for_hold_repair_after_clock_tree_synthesis: 0
  number_of_setup_buffers_added_after_cts: 0
hold_path:
  hp-class: "input port to primary output"
-- cells by family (layout without fill, tap and decap cells) --
kind of cell               Yosys count  after routing  synth area share (%)
and+or+nand+nor                     31             31                  21.6
AOI/OAI and AO/OA                   23             23                  21.4
adders and majority gates           17             17                  27.7
xor gates and xnor gates            12             12                  14.2
buffers and inverters               13             37                  9.61
muxes                                4              4                  5.56
-- routing by layer --
metal / track usage (%) / wire length [um]
met1: 6.82 / 960
met3: 0.842 / 128
met2: 8.93 / 941
met4: 0 / 0
met5: 0 / 0
-- power breakdown --
group | switching, mW | internal (mW)
registers | 0 | 0
logic | 0.0455 | 0.0602
clock network | 0 | 0
-- how the worst min path moves through the flow --
| stage | cells after the start | from | slack, ps | endpoint |
|---|---|---|---|---|
| 6_report | 5 | op[1] | 3730 | y[4] |
| 5_1_grt | 5 | op[1] | 3810 | y[6] |
| 4_1_cts | 5 | a[4] | 3750 | y[4] |
-- final cells by class --
type	count	area (um^2)
Fill cell	487	3370
Multi-Input combinational cell	87	671
Timing Repair Buffer	28	275
Tap cell	52	65.1
Inverter	9	33.8
-- cells in the final DEF, fill, tap and decap left out, types with 2 or more instances in the layout --
cell	instances
sky130_fd_sc_hd__clkdlybuf4s50_1	26
sky130_fd_sc_hd__xnor2_1	10
sky130_fd_sc_hd__ha_1	10
sky130_fd_sc_hd__inv_1	9
sky130_fd_sc_hd__nand2_1	9
sky130_fd_sc_hd__nor2_1	8
sky130_fd_sc_hd__o21ai_0	7
sky130_fd_sc_hd__a21oi_1	6
sky130_fd_sc_hd__maj3_1	6
sky130_fd_sc_hd__nor3_1	4
sky130_fd_sc_hd__mux2i_1	3
sky130_fd_sc_hd__a31oi_1	2
sky130_fd_sc_hd__a21o_1	2
sky130_fd_sc_hd__xor2_1	2
sky130_fd_sc_hd__buf_4	2
Power figures rest on the tool's default switching activity, not on a simulated workload.
